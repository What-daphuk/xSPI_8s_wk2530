==> design.v <==
module xspi_top (
    input  wire        clk,       
    input  wire        rst_n,     
    input  wire        start,     
    input  wire [7:0]  command,   
    input  wire [47:0] address,   
    input  wire [63:0] wr_data,   
    output wire [63:0] rd_data,   
    output wire        done,      
    output wire        ready      
);
    wire        cs_n;            
    wire        sck;             
    wire [7:0]  master_io_out;   
    wire [7:0]  slave_io_out;    
    wire        master_io_oe;    
    wire        slave_io_oe;     
    wire [7:0]  io_bus;          
    assign io_bus = master_io_oe ? master_io_out : 
                    slave_io_oe  ? slave_io_out  : 8'h00;
    xspi_sopi_controller master (
        .clk(clk),
        .rst_n(rst_n),
        .cs_n(cs_n),
        .sck(sck),
        .io_out(master_io_out),
        .io_in(io_bus),
        .io_oe(master_io_oe),
        .start(start),
        .command(command),
        .address(address),
        .wr_data(wr_data),
        .rd_data(rd_data),
        .done(done)
    );
    xspi_sopi_slave slave (
        .clk(clk),
        .rst_n(rst_n),
        .cs_n(cs_n),
        .sck(sck),
        .io_out(slave_io_out),
        .io_in(io_bus),
        .io_oe(slave_io_oe),
        .ready(ready)
    );
endmodule
module xspi_sopi_controller (
    input  wire        clk,       
    input  wire        rst_n,     
    output reg         cs_n,      
    output reg         sck,       
    output reg [7:0]   io_out,    
    input  wire [7:0]  io_in,     
    output reg         io_oe,     
    input  wire        start,     
    input  wire [7:0]  command,   
    input  wire [47:0] address,   
    input  wire [63:0] wr_data,   
    output reg [63:0]  rd_data,   
    output reg         done       
);
    reg [2:0] state;          
    reg [2:0] next_state;     
    localparam STATE_IDLE      = 3'd0;  
    localparam STATE_CMD       = 3'd1;  
    localparam STATE_ADDR      = 3'd2;  
    localparam STATE_WR_DATA   = 3'd3;  
    localparam STATE_RD_DATA   = 3'd4;  
    localparam STATE_FINISH    = 3'd5;  
    reg [3:0] byte_cnt;       
    reg [63:0] rdata_buf;     
    always @(posedge clk or negedge rst_n) begin
        if (!rst_n)
            state <= STATE_IDLE;
        else
            state <= next_state;
    end
    always @(*) begin
        next_state = state;
        case (state)
            STATE_IDLE:
                if (start)
                    next_state = STATE_CMD;
            STATE_CMD:
                    next_state = STATE_ADDR;
            STATE_ADDR:
              if (byte_cnt == 6) 
                next_state = (command == 8'hFF) ? STATE_RD_DATA : (command == 8'hA5) ? STATE_WR_DATA : STATE_FINISH; 
            STATE_WR_DATA:
              if (byte_cnt == 14)
                    next_state = STATE_FINISH;
            STATE_RD_DATA:
              if (byte_cnt == 15)
                    next_state = STATE_FINISH;
            STATE_FINISH:
                next_state = STATE_IDLE;
            default:
                next_state = STATE_IDLE;
        endcase
    end
    always @(posedge clk or negedge rst_n) begin
        if (!rst_n) begin
            cs_n     <= 1'b1;
            sck      <= 1'b0;
            io_out   <= 8'h00;
            io_oe    <= 1'b0;
            done     <= 1'b0;
            rd_data  <= 64'h0;
            rdata_buf <= 64'h0;
            byte_cnt <= 4'd0;
        end else begin
            case (state)
                STATE_IDLE: begin
                    cs_n     <= 1'b1;
                    sck      <= 1'b0;
                    io_oe    <= 1'b0;
                    done     <= 1'b0;
                    byte_cnt <= 4'd0;
                end
                STATE_CMD: begin
                    cs_n     <= 1'b0;
                    io_oe    <= 1'b1;
                    io_out   <= command;
                    byte_cnt <= byte_cnt + 1;
                end
                STATE_ADDR: begin
                  io_oe    <= 1'b1;
                  case (byte_cnt)
                        1: io_out <= address[47:40];
                        2: io_out <= address[39:32];
                        3: io_out <= address[31:24];
                        4: io_out <= address[23:16];
                        5: io_out <= address[15:8];
                        6: io_out <= address[7:0];
                  endcase
                    byte_cnt <= byte_cnt + 1;
                end
                STATE_WR_DATA: begin
                  io_oe    <= 1'b1;
                  case (byte_cnt)
                    7: io_out <= wr_data[63:56];
                        8: io_out <= wr_data[55:48];
                        9: io_out <= wr_data[47:40];
                        10: io_out <= wr_data[39:32];
                       11: io_out <= wr_data[31:24];
                       12: io_out <= wr_data[23:16];
                       13: io_out <= wr_data[15:8];
                       14: io_out <= wr_data[7:0];
                  endcase
                    byte_cnt <= byte_cnt + 1;
                end
                STATE_RD_DATA: begin
                    io_oe <= 1'b0;
                  case (byte_cnt)
                        8: rdata_buf[63:56] <= io_in;
                        9: rdata_buf[55:48] <= io_in;
                        10: rdata_buf[47:40] <= io_in;
                        11: rdata_buf[39:32] <= io_in;
                        12: rdata_buf[31:24] <= io_in;
                        13: rdata_buf[23:16] <= io_in;
                        14: rdata_buf[15:8]  <= io_in;
                        15: rdata_buf[7:0]   <= io_in;
                  endcase
                    byte_cnt <= byte_cnt + 1;
                end
                STATE_FINISH: begin
                    cs_n    <= 1'b1;
                    io_oe   <= 1'b0;
                    done    <= 1'b1;
                    rd_data <= rdata_buf;
                end
            endcase
        end
    end
endmodule
module xspi_sopi_slave (
    input  wire        clk,       
    input  wire        rst_n,     
    input  wire        cs_n,      
    input  wire        sck,       
    output reg [7:0]   io_out,    
    input  wire [7:0]  io_in,     
    output reg         io_oe,     
    output reg         ready      
);
    reg [2:0] state;          
    localparam STATE_IDLE      = 3'd0;  
    localparam STATE_CMD       = 3'd1;  
    localparam STATE_ADDR      = 3'd2;  
    localparam STATE_WR_DATA   = 3'd3;  
    localparam STATE_RD_DATA   = 3'd4;  
    localparam STATE_DONE      = 3'd5;  
    reg [3:0] byte_cnt;       
    reg [7:0]  command_reg;   
    reg [47:0] addr_reg;      
    reg [63:0] data_reg;      
    reg [63:0] mem ;    
  always @(negedge clk or negedge rst_n) begin
        if (!rst_n) begin
            state      <= STATE_IDLE;
            io_out     <= 8'h00;
            io_oe      <= 1'b0;
            byte_cnt   <= 4'd0;
            ready      <= 1'b0;
            command_reg <= 8'h00;
            addr_reg   <= 48'h0;
            data_reg   <= 64'h0;
        end else begin
            if (cs_n) begin
                state    <= STATE_CMD;
                io_oe    <= 1'b0;
                byte_cnt <= 0;
                ready    <= 1'b0;
            end else begin
                case (state)
                    STATE_IDLE: begin
                        byte_cnt <= 0;
                        state    <= STATE_CMD;
                    end
                    STATE_CMD: begin
                        command_reg <= io_in;
                        byte_cnt    <= 1;
                        state       <= STATE_ADDR;
                    end
                    STATE_ADDR: begin
                        case (byte_cnt)
                            1: addr_reg[47:40] <= io_in;
                            2: addr_reg[39:32] <= io_in;
                            3: addr_reg[31:24] <= io_in;
                            4: addr_reg[23:16] <= io_in;
                            5: addr_reg[15:8]  <= io_in;
                            6: addr_reg[7:0]   <= io_in;
                        endcase
                        byte_cnt <= byte_cnt + 1;
                        if (byte_cnt == 6)
                            state <= (command_reg == 8'hFF) ? STATE_RD_DATA :
                                     (command_reg == 8'hA5) ? STATE_WR_DATA : STATE_DONE;
                    end
                    STATE_WR_DATA: begin
                        case (byte_cnt)
                            7: data_reg[63:56] <= io_in;
                            8: data_reg[55:48] <= io_in;
                            9: data_reg[47:40] <= io_in;
                           10: data_reg[39:32] <= io_in;
                           11: data_reg[31:24] <= io_in;
                           12: data_reg[23:16] <= io_in;
                           13: data_reg[15:8]  <= io_in;
                           14: data_reg[7:0]   <= io_in;
                        endcase
                        byte_cnt <= byte_cnt + 1;
                      if (byte_cnt == 14) begin
                            mem <= {io_in, data_reg[55:0]};  
                            state <= STATE_DONE;
                        end
                    end
                    STATE_RD_DATA: begin
                      if (byte_cnt == 6)
                        data_reg <= mem;
                        io_oe  <= 1'b1;
                        case (byte_cnt)
                            7: io_out <= data_reg[63:56];
                            8: io_out <= data_reg[55:48];
                            9: io_out <= data_reg[47:40];
                           10: io_out <= data_reg[39:32];
                           11: io_out <= data_reg[31:24];
                           12: io_out <= data_reg[23:16];
                           13: io_out <= data_reg[15:8];
                           14: io_out <= data_reg[7:0];
                        endcase
                        byte_cnt <= byte_cnt + 1;
                      if (byte_cnt == 14)
                            state <= STATE_DONE;
                    end
                    STATE_DONE: begin
                        io_oe <= 1'b0;
                        ready <= 1'b1;
                    end
                    default: state <= STATE_IDLE;
                endcase
            end
        end
    end
endmodule
==> run.sh <==
#!/bin/bash
# OpenROAD 26Q1-2900-gdf79404cd8, Yosys 0.63+post, stock flow scripts
make -C /OpenROAD-flow-scripts/flow DESIGN_CONFIG=/design/flow/config.mk WORK_HOME=/design/flow/orfs finish
==> config.mk <==
export PLATFORM = sky130hd
export DESIGN_NAME = xspi_top
export DESIGN_NICKNAME = xspi_top
export VERILOG_FILES = /design/flow/design.v
export SDC_FILE = /design/flow/constraint.sdc
export NUM_CORES = 4
export LEC_CHECK = 1
export CORE_UTILIZATION = 30
==> constraint.sdc <==
current_design xspi_top

set clk_period 11.8
set clk_io_pct 0.2

create_clock -name clk0 -period $clk_period [get_ports {clk}]

set non_clock_inputs [all_inputs -no_clocks]
set_input_delay [expr $clk_period * $clk_io_pct] -clock clk0 $non_clock_inputs
set_output_delay [expr $clk_period * $clk_io_pct] -clock clk0 [all_outputs]
==> impl_metrics.csv <==
group,metric,value,unit
worst_setup_path,worstPathBufferInverterCount,1,
clock_tree,cts_setup_buffers,0,
clock_tree,cts_tree,"done",
logic_synthesis,top_area_frac,0.279,
worst_setup_path,critPathTopFamily,"buffers and inverters",
worst_setup_path,critPathKind,"reg -> out",
logic_synthesis,ys_seq_share,0.603,
final_timing,whs,0.424,ns
global_route,grt_pass1_wl,54300,µm
detailed_routing,vias,9846,
logic_synthesis,async_flop_share,0.790,
logic_synthesis,ys_ff,305,
placement,post-place-ws,1.74,ns
worst_setup_path,cp_max_fo,2,
clock_tree,cts_root_buf,"clkbuf_16",
logic_synthesis,ys_cells,1160,
floorplan,coreArea,43200,µm²
min_path,hp-start,"slave.data_reg[60]",
cells_and_area,area_growth,28.6,%
worst_setup_path,arrival,7.33,ns
global_route,grt_pass1_vias,9552,
cells_and_area,drive_above_1_share,0.119,
worst_setup_path,cp_slowest_stage_delay,0.50,ns
worst_setup_path,critical_path.endpoint,"ready",
floorplan,ios,189,
clock_tree,post_cts_resize_count,0,
cells_and_area,seq_area,7960,µm²
detailed_routing,drc,0,
detailed_routing,antenna-diode-count,0,
global_route,grt_max_degree,103,
floorplan,die_h,212,µm
final_timing,tns,0,ns
placement,placed_cell_area,15700,µm²
worst_setup_path,slowest_stage,"clkdlybuf4s50_1",
outcome,status,"finished, final reports clean",
detailed_routing,drtIter0Drc,737,
global_route,overflow,0,
placement,port_buffers,188,
worst_setup_path,startpoint_type,"flop",
worst_setup_path,r2r_slack,3.84,ns
logic_synthesis,netlist_area,13200,µm²
logic_synthesis,synth_area_per_cell,11.4,µm²
floorplan,fp-utilization,0.305,
logic_synthesis,edf_count,64,
power_and_ir_drop,powerDensity,177,nW/µm²
clock_tree,path_clk_slew,0.04,ns
worst_setup_path,crit_chain,"clkdlybuf4s50_1",
final_timing,timing.final.ws_setup,2.11,ns
global_route,antenna_found_initial,0,
worst_setup_path,reg2reg_to,"slave.data_reg[29]",
worst_setup_path,required,9.44,ns
detailed_routing,avgRoutedWirePerCell,17.4,µm
logic_synthesis,flop_cell,"dfrtp_1",
detailed_routing,drt_pre_antenna_iters,5,
cells_and_area,utilization,0.393,
clock_tree,cts_sinks,305,
final_timing,hold_violations,0,
placement,gp_congestion,0.835,
final_timing,setup_viol,0,
final_timing,finClkSkew,0.0813,ns
job,warnings,99,
detailed_routing,via_per_inst,4.92,
cells_and_area,mi_logic_area,4830,µm²
clock_tree,clock_latency,0.57,ns
clock_tree,ctsLongestPathBuffers,3,
logic_synthesis,largest_area_cell,"dfrtp_1",
job,max_cap_violations,0,
logic_synthesis,area_leaders,"dfrtp_1 28%, dfrtn_1 17%, edfxtp_1 15%, mux2_2 5.6%, nand2_1 5.4%",
worst_setup_path,reg2reg_from,"master.io_oe",
global_route,grt_usage,0.161,
cells_and_area,nFillCells,4086,
power_and_ir_drop,vdd_ir_drop_max,106,µV
floorplan,die_area,44800,µm²
detailed_routing,routed_wl,34900,µm
power_and_ir_drop,leakagePower,6.99,nW
clock_tree,h-tree-depth,2,
logic_synthesis,ys_types,63,
worst_setup_path,end_kind,"output pin",
logic_synthesis,synth_cells,1160,
logic_synthesis,ys_chip_area,13200,µm²
final_timing,worst_slew_pin_slew,0.808,ns
clock_tree,numCtsBuffers,34,
final_timing,drv_slew,0,
worst_setup_path,r2r_cells,6,
final_timing,relSlewSlack,0.460,
worst_setup_path,path_depth,1,
min_path,hp-class,"reg -> reg",
floorplan,die_w,212,µm
worst_setup_path,startpoint,"slave.ready",
final_timing,rsz0062_at_grt,"false",
clock_tree,cts_hold_buf,0,
floorplan,rows,76,
detailed_routing,drtAntennaViolNets,0,
placement,dp_hpwl,22500,µm
logic_synthesis,synth_warnings,2,
cells_and_area,fin_area,17000,µm²
routing by layer:
metal  GRT usage  share of wire
met1       0.255           0.47
met2       0.241           0.46
met3      0.0339          0.057
met4      0.0202          0.015
met5           0              0
cell type report:
| cell class | count | share of cell area |
|---|---|---|
| multi-input combinational | 753 | 0.285 |
| clock inverter | 84 | 0.0203 |
| timing repair buffer | 210 | 0.122 |
| tap | 585 | 0.0432 |
| clock buffer | 42 | 0.0550 |
| sequential | 305 | 0.469 |
| inverter | 24 | 0.00531 |
placed cells by master (no fill, tap or decap), types with 4 or more instances in the layout:
cell type,count
inv_2,4
and3_1,4
clkbuf_1,4
a22oi_1,37
nand4_1,4
nor2_2,6
mux2_2,65
o21ai_0,51
a32oi_1,7
nor4_1,4
o31ai_1,70
nand2_1,188
nor3_1,12
dfrtp_1,146
nand3_1,14
buf_4,20
a22o_1,15
clkinv_2,7
inv_1,89
dfrtn_1,91
o211ai_1,8
o2111ai_1,6
nor2_1,36
ha_1,9
o22ai_1,8
mux2_4,7
edfxtp_1,64
o21ai_1,38
clkdlybuf4s50_1,187
mux2i_1,4
nor2b_1,73
a21oi_1,24
a222oi_1,22
clkbuf_16,35
worst min path at each step:
stage | slack [ns] | endpoint | cells after the start
after CTS | 0.43 | slave.data_reg[63] | 2
after global routing | 0.45 | slave.command_reg[2] | 2
final | 0.42 | slave.data_reg[60] | 2
Yosys cell counts, drive strengths merged, types with 3 or more instances:
library cell	n
or3	3
clkbuf	50
o31ai	71
mux2	72
nor3	14
edfxtp	64
nand2	188
inv	25
nor2b	73
or2	3
a32oi	7
o22ai	8
o21ai	89
nor4	4
a21oi	25
nand4	4
buf	27
o2111ai	6
o211ai	8
dfrtp	147
ha	9
a22o	15
nor2	42
dfrtn	91
dfstp	3
nand3	15
and3	4
nand2b	3
a222oi	22
a31oi	3
mux2i	4
a22oi	37
through the flow:
step	power [mW]	cells
6_report	2.99	2003
3_5_place_dp	1.98	1878
5_1_grt	3.16	2003
2_1_floorplan	1.70	1160
4_1_cts	3.02	2003
3_3_place_gp	1.98	1878
power by group:
group | leakage (nW) | switching, mW | internal [mW] | total [mW]
registers | 3.77 | 0.0632 | 1.13 | 1.20
clock network | 0.870 | 0.466 | 0.592 | 1.06
logic | 2.35 | 0.471 | 0.268 | 0.739
cell families after synthesis:
logic type                 Yosys count  synth area share
and+or+nand+nor                    362             0.129
AOI/OAI and AO/OA                  305             0.161
DFF                                305             0.603
buffers and inverters              102            0.0312
muxes                               76            0.0665
adders and majority gates            9           0.00854
other                                1          0.000284
Power is estimated from default activity; no workload was simulated.
